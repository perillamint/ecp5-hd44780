[run.sh]
#!/bin/bash
# OpenROAD 26Q1-2900-gdf79404cd8, Yosys 0.63+post, stock flow scripts
make -C /OpenROAD-flow-scripts/flow DESIGN_CONFIG=/design/flow/config.mk WORK_HOME=/design/flow/orfs finish
[config.mk]
export PLATFORM = sky130hd
export DESIGN_NAME = top
export DESIGN_NICKNAME = top
export VERILOG_FILES = /design/flow/design.v
export SDC_FILE = /design/flow/constraint.sdc
export NUM_CORES = 4
export LEC_CHECK = 1
export CORE_UTILIZATION = 30
[constraint.sdc]
current_design top

set clk_period 2.8
set clk_io_pct 0.2

create_clock -name clk0 -period $clk_period [get_ports {clk}]

set non_clock_inputs [all_inputs -no_clocks]
set_input_delay [expr $clk_period * $clk_io_pct] -clock clk0 $non_clock_inputs
set_output_delay [expr $clk_period * $clk_io_pct] -clock clk0 [all_outputs]
[design.v]
module hd44780(
               input        clk,  
               input        rst_n,
               output       lcd_rs,
               output       lcd_rw,
               output       lcd_clk,
               output [7:0] lcd_data
               );
   reg                      lcd_rs;
   reg                      lcd_rw;
   reg                      lcd_clk;
   reg [7:0]                lcd_data;
   reg [15:0]               count;
   reg [7:0]                state;
   reg [7:0]                lcd_command_seq;
   wire [7:0]               lcd_command;
   wire [15:0]              lcd_command_cycles;
   reg [6:0]                lcd_data_seq;
   wire [7:0]               lcd_character;
   reg                      row;
   reg [4:0]                col;
   localparam maxcol = 16;
   hd44780_init hd44780_seq (.address(lcd_command_seq),
                             .data(lcd_command),
                             .cycles(lcd_command_cycles));
   hd44780_data textrom (.address(lcd_data_seq),
                         .data(lcd_character));
   always @ (negedge clk, negedge rst_n)
     begin
        if (!rst_n)
          begin
             count <= 0;
             state <= 0;
             lcd_rs <= 0;
             lcd_rw <= 0;
             lcd_clk <= 1;
             lcd_data <= 8'h00;
             lcd_command_seq <= 0;
             lcd_data_seq <= 0;
             row <= 0;
             col <= 0;
          end
        else
          begin
             case(state)
               8'h00:
                 begin
                    if (count > 16'd15000)  
                      begin
                         count <= 16'h0000;
                         state <= state + 1;
                      end
                    else
                      begin
                         lcd_rs <= 0;
                         lcd_rw <= 0;
                         lcd_clk <= 1;
                         lcd_data <= 8'h00;
                         count <= count + 1;
                      end
                 end  
               8'h01:  
                 begin
                    if (lcd_command == 8'h00)
                      begin
                         state <= 8'h04;
                      end
                    else
                      begin
                         lcd_data <= lcd_command;
                         state <= state + 1;
                      end
                 end  
               8'h02:  
                 begin
                    if (count > 16'd1)
                      begin
                         count <= 0;
                         state <= state + 1;
                         lcd_clk <= 1;
                      end
                    else
                      begin
                         lcd_clk <= 0;
                         count <= count + 1;
                      end
                 end  
               8'h03:  
                 begin
                    if (count > lcd_command_cycles)
                      begin
                         state <= 8'h01;
                         count <= 0;
                         lcd_command_seq <= lcd_command_seq + 1;
                      end
                    else
                      begin
                         count <= count + 1;
                      end
                 end  
               8'h04:
                 begin
                    lcd_rs <= 0;
                    lcd_data <= 8'h80 | lcd_data_seq;
                    state <= state + 1;
                 end
               8'h05:
                 begin
                    if (count > 16'd1)
                      begin
                         count <= 0;
                         state <= state + 1;
                         lcd_clk <= 1;
                      end
                    else
                      begin
                         lcd_clk <= 0;
                         count <= count + 1;
                      end
                 end
               8'h06:
                 begin
                    if (count > 16'd160)
                      begin
                         count <= 0;
                         state <= state + 1;
                      end
                    else
                      begin
                         count <= count + 1;
                      end
                 end  
               8'h07:
                 begin
                    if (col > (maxcol))
                      begin
                         row <= row + 1;
                         col <= 0;
                      end
                    else
                      begin
                         lcd_rs <= 0;
                         lcd_data <= 8'h80 | (row << 6) | col;
                         lcd_data_seq <= (row << 6) | col;
                         col <= col + 1;
                         state <= state + 1;
                      end
                 end
               8'h08:
                 begin
                    if (count > 16'd1)
                      begin
                         count <= 0;
                         state <= state + 1;
                         lcd_clk <= 1;
                      end
                    else
                      begin
                         lcd_clk <= 0;
                         count <= count + 1;
                      end
                 end
               8'h09:
                 begin
                    if (count > 16'd160)
                      begin
                         count <= 0;
                         state <= state + 1;
                      end
                    else
                      begin
                         count <= count + 1;
                      end
                 end  
               8'h0a:
                 begin
                    lcd_rs <= 1;
                    lcd_data <= lcd_character;
                    state <= state + 1;
                 end
               8'h0b:
                 begin
                    if (count > 16'd1)
                      begin
                         count <= 0;
                         state <= state + 1;
                         lcd_clk <= 1;
                      end
                    else
                      begin
                         lcd_clk <= 0;
                         count <= count + 1;
                      end
                 end  
               8'h0c:
                 begin
                    if (count > 16'd160)
                      begin
                         count <= 0;
                         state <= 8'h07;  
                      end
                    else
                      begin
                         count <= count + 1;
                      end
                 end  
               default:
                 begin
                    lcd_clk <= 1;
                 end
             endcase  
          end
     end
endmodule  
module hd44780_data(input [6:0] address,
                    output [7:0] data);
   reg [7:0]                     data;
   always @ (address)
     begin
        case (address)
          7'h00: data <= "H";
          7'h01: data <= "e";
          7'h02: data <= "l";
          7'h03: data <= "l";
          7'h04: data <= "o";
          7'h05: data <= ",";
          7'h06: data <= " ";
          7'h07: data <= "w";
          7'h08: data <= "o";
          7'h09: data <= "r";
          7'h0a: data <= "l";
          7'h0b: data <= "d";
          7'h0c: data <= ".";
          7'h40: data <= "P";
          7'h41: data <= "r";
          7'h42: data <= "j";
          7'h43: data <= "T";
          7'h44: data <= "r";
          7'h45: data <= "e";
          7'h46: data <= "l";
          7'h47: data <= "l";
          7'h48: data <= "i";
          7'h49: data <= "s";
          7'h4a: data <= " ";
          7'h4b: data <= "F";
          7'h4c: data <= "T";
          7'h4d: data <= "W";
          7'h4e: data <= "!";
          default: data <= 8'h20;
        endcase  
     end
endmodule  
module hd44780_init(input [7:0] address,
                    output [7:0]  data,
                    output [15:0] cycles);
   reg [7:0]                     data;
   reg [15:0]                    cycles;
   always @ (address)
     begin
        case(address)
          8'h00:
            begin
               data <= 8'h30;
               cycles <= 16'd15000;
            end
          8'h01:
            begin
               data <= 8'h30;
               cycles <= 16'd5000;
            end
          8'h02:
            begin
               data <= 8'h30;
               cycles <= 16'd10000;
            end
          8'h03:
            begin
               data <= 8'h02;
               cycles <= 16'd2000;
            end
          8'h04:
            begin
               data <= 8'h38;
               cycles <= 16'd160;
            end
          8'h05:
            begin
               data <= 8'h0e;
               cycles <= 16'd160;
            end
          8'h06:
            begin
               data <= 8'h01;
               cycles <= 16'd160;
            end
          8'h07:
            begin
               data <= 8'h06;
               cycles <= 16'd160;
            end
          default:
            begin
               data <= 8'h00;
               cycles <= 16'h0000;
            end
        endcase  
     end
endmodule  
module top(
           input clk,
           input rst_n,
           output [7:0] led,
           output lcd_rs,
           output lcd_rw,
           output lcd_clk,
           output [7:0] lcd_data
           );
   reg [16:0]    clkdiv;
   reg           clk_1mhz;
   always @ (negedge clk)
     begin
        if (clkdiv > 16'd12)
          begin
             clk_1mhz <= ~clk_1mhz;
             clkdiv <= 0;
          end
        else
          begin
             clkdiv <= clkdiv + 1;
          end
     end  
   hd44780 hd44780_ctrl (.clk(clk_1mhz),
                         .rst_n(rst_n),
                         .lcd_rs(lcd_rs),
                         .lcd_rw(lcd_rw),
                         .lcd_clk(lcd_clk),
                         .lcd_data(lcd_data));
   assign led = ~lcd_data;
endmodule
==> run notes <==
Notes from the flow run.

Yosys:
- Counting instances in the post-synthesis netlist gives the leading cell types as dfrtn_1, nand2_1, inv_1, nor2_1, ha_1.
- The run gives the most used flip-flop cell as dfrtn_1.
- In the post-synthesis netlist, the biggest area contributors are dfrtn_1, ha_1, dfxtp_1.
- The run puts the fraction of post-synthesis cell area in the top cell type by area at 28.9%.
- For this run, the register share of the synthesized area comes to 37.6%.
- For this run, the chip area from Yosys synthesis comes to 4590 um^2.
- The run puts the post-synthesis sequential element count at 72.
- The run gives the average footprint of a synthesized cell as 8.89 um^2.
- The run puts the number of warnings printed during yosys synthesis at 4.
- The run gives the library cell with the largest summed area after synthesis as dfrtn_1.
- The run gives the cell with the most instances after synthesis as dfrtn_1.
- The run gives the number of enable flip-flop cells as 1.
- Synthesis produced a netlist whose cell count is 516.
- The run puts the proportion of register bits with asynchronous set or reset after synthesis at 75.0%.
- Per the Yosys statistics, synthesis produced 516 cells.
- In the Yosys stats the netlist draws on 76 distinct library cells.
- The run puts the area of the mapped netlist at 4590 um^2.

Drt:
- Per the detail_route report, DRC violations left total 0.
- The run gives the average via count per standard cell as 5.06.
- The run gives the remaining number of nets flagged by the antenna check after routing as 0.
- The run puts the detailed-routing wirelength on met1 at 4.87 mm.
- The violation tally recorded at the end of detailed-routing iteration 0 is 228.
- The first detailed-routing pass took 25 iterations.
- The run gives the detailed route wirelength on metal3 as 220 um.
- The run puts the antenna diode count at 0.
- The run gives the uppermost layer routed as met3.
- The run puts the detail-routed net length per standard cell at 13.1 um.
- Across all layers, the routed design uses 3658 vias.
- The run puts the met2 wire length at 4.42 mm.
- The run puts the routed wire length at 9.50 mm.

Die:
- The run gives the row count as 44.
- In this run the vertical extent of the chip is 126 um.
- The run gives the die outline width as 126 um.
- The run gives the chip area as 15800 um^2.
- The run gives the core box area as 14700 um^2.
- The run gives the initial standard-cell utilization of the core as 31.2%.
- The run gives the number of I/O pins as 21.

Final timing:
- The run puts the total negative slack at 0 ns.
- The run puts the final critical-path share of the clock period at 53.0%.
- The run gives the final setup skew as 0.0150 ns.
- The final report lists the setup-violating endpoint count as 0.
- The run gives the measured slew at the worst slew-check pin as 0.880 ns.
- The run puts the maximum achievable frequency at 0.674 GHz.
- The run gives the post-layout minimum cycle time as 1.48 ns.
- The run puts the number of pins with negative max-slew slack in the final report at 0.
- The run gives the count of endpoints without a timing constraint as 72.
- The tightest hold path in the finished design has a slack of 0.463 ns.
- The run puts the final hold violation count at 0.
- The timer found 54 register pins that no clock reaches; their paths are not timed.
- Setup repair after global routing left no endpoint under its margin.
- The run puts the worst-case headroom to the max-slew limit at 41.1%.

Critical path:
- The run puts the required time at the worst-slack endpoint at 4.21 ns.
- On the critical path the data arrives at 2.90 ns.
- By startpoint and endpoint, the worst setup path is classified as reg -> reg.
- The run gives the most numerous cell on the critical path as nor4_1.
- The run puts the biggest cell delay along the critical path at 0.30 ns.
- The run gives the critical path startpoint category as a register.
- The run gives the critical-path maximum fanout as 6.
- Per STA, the worst path is made up of nor4_1, o21ai_0, nor4_1, nand3_1.
- The run gives the kind of end point of the critical path as a register.
- Among all stages on the critical path, the largest delay is contributed by dfxtp_1.

Clock network:
- The run gives the insertion delay to the later sink of the worst-skew pair as 0.34 ns.
- Clock tree synthesis selected as its root buffer the cell clkbuf_16.
- Per the CTS log, the maximum H-tree level is 1.
- The run puts the maximum buffer depth of the clock tree at 2.
- TritonCTS built the clock tree.
- The run gives the count of hold-fix buffers inserted at cts as 0.
- The run puts the TritonCTS buffer count at 3.
- The run gives the post-CTS resize count as 0.
- Per the post-CTS timing run, clock transition at the registers of the reported paths is 0.04 ns.
- The run puts the number of post-CTS setup repair buffers at 0.

Placed design:
- The run gives the sum of net half-perimeters after detailed placement as 6.76 mm.
- During placement, the flow inserted port buffers numbering 19.
- The final weighted congestion recorded by global placement is 0.843.
- The run gives the total placed cells including tap cells as 702.
- The placement stage leaves a total instance area of 4900 um^2.

Power:
- The run puts the total power consumption of the routed design at 683 uW.
- Dividing total power by cell area gives a power density of 135 nW/um^2.
- The analysis reports a worst IR drop on VDD of 0.469 mV.
- The power report puts the leakage power at 0.00231 uW.

Final layout:
- The run puts the number of filler instances in the final layout at 1426.
- Per the final layout report, the fraction of cells sized above drive strength 1 comes to 6.68%.
- The run puts the area of all sequential standard cells at 1720 um^2.
- The run puts the signed area change from the synthesized netlist to the final layout at 9.98%.
- The run puts the area of combinational cells with multiple inputs at 2590 um^2.
- The run gives the post-route cell area as 5040 um^2.
- Excluding fillers, the count of instances in the completed layout stands at 723.

Global route:
- The run gives the number of global-route vias before repair as 3348.
- Entering global routing, the biggest net connects 55 pins.
- Global routing used 12.5% of the available tracks.
- For this run the aggregate overflow at the end of global routing stands at 0.
- The run gives the global-route wire length before repair as 16.4 mm.
- The number of antenna violations at the first check in global routing was 0.

Worst hold path:
- Checking hold timing, the worst path is listed with class reg -> reg.

Run:
- The run puts the count of tool warnings at 62.
- The run puts the total of max-cap violations at 0.

Status:
- The run finished with clean final reports.
## cell type report
class | count | share of cell area (%)
flip-flops and latches | 72 | 34.2
repair buffers | 21 | 3.97
clock buffers | 3 | 1.49
inverters | 40 | 2.98
clock inverters | 19 | 1.44
well taps | 184 | 4.56
multi-input cells | 384 | 51.4
## cell families (layout without fill, tap and decap cells)
family	Yosys count	count (layout)	synth area share, %
muxes	13	13	3.41
other	1	13	0.0818
AOI/OAI and AO/OA	136	136	19.7
and+or+nand+nor	170	170	19.4
buffers and inverters	72	83	6.87
DFF	72	72	37.6
xor gates and xnor gates	15	15	2.86
adders and majority gates	37	37	10.1
## placed cells by master (no fill, tap or decap), drive strengths merged, types with 5 or more instances in the layout
cell type	count
mux2	8
dfxtp	17
xnor2	8
xor2	7
nand2	45
nor4	8
conb	13
and3	10
ha	37
nand4	7
o211ai	5
inv	58
a21oi	37
o21ai	36
a31oi	16
clkdlybuf4s50	18
nor2	42
dfrtn	53
nor2b	8
nand3	22
nor3	10
## per-layer routing
layer,GRT usage [%],up-vias
met2,19.5,63
met4,0.861,0
met3,1.21,0
li1,-,1859
met5,0,-
met1,20.1,1736
## power by group
group	switching [uW]	leakage [uW]	internal, uW
clock network	158	0.000133	225
registers	2.78	0.000888	276
logic	18.7	0.00129	2.33
total	180	0.00231	503
## worst max-delay path, delay by kind of cell (launching register included)
kind | cells | cell delay (ns)
simple gates | 3 | 0.74
compound gates | 1 | 0.14
flops | 1 | 0.30
## registers in the layout (all words and copies together) (netlist names)
signal / flops
clkdiv: 17
hd44780_ctrl.count: 16
hd44780_ctrl.lcd_command_seq: 8
hd44780_ctrl.lcd_data: 8
hd44780_ctrl.state: 8
hd44780_ctrl.lcd_data_seq: 6
hd44780_ctrl.col: 5
clk_1mhz: 1
hd44780_ctrl.lcd_clk: 1
hd44780_ctrl.lcd_rs: 1
hd44780_ctrl.row: 1
## final timing paths
kind	start	end	slack (ns)	cells past startpoint
setup / recovery	clkdiv[5]	clk_1mhz	1.32	4
hold / removal	clkdiv[0]	clkdiv[0]	0.46	1
setup reg to reg	clkdiv[5]	clk_1mhz	1.32	4
hold reg to reg	clkdiv[0]	clkdiv[0]	0.46	1
## per-stage QoR
| stage | utilization (%) | setup WS, ns |
|---|---|---|
| 3_3_place_gp | 33.3 | 1.37 |
| 2_1_floorplan | - | 1.48 |
| 3_5_place_dp | 33.3 | 1.42 |
| 6_report | 34.3 | 1.32 |
| 5_1_grt | 34.3 | 1.21 |
| 4_1_cts | 34.3 | 1.30 |
No activity file was given, so power comes from the tool's default toggle rates.
